$ cat design/flow/config.mk
export PLATFORM = sky130hd
export DESIGN_NAME = top
export DESIGN_NICKNAME = top
export VERILOG_FILES = /design/flow/design.v
export SDC_FILE = /design/flow/constraint.sdc
export NUM_CORES = 4
export LEC_CHECK = 1
export CORE_UTILIZATION = 30
$ cat design/flow/constraint.sdc
current_design top

set clk_period 4.3
set clk_io_pct 0.2

create_clock -name clk0 -period $clk_period [get_ports {clock}]

set non_clock_inputs [all_inputs -no_clocks]
set_input_delay [expr $clk_period * $clk_io_pct] -clock clk0 $non_clock_inputs
set_output_delay [expr $clk_period * $clk_io_pct] -clock clk0 [all_outputs]
$ cat design/flow/design.v
module FSM_antifurto (
    input ignition, door_driver, door_pass, reprogram, clock, reset, expired, one_hz_enable,
    output [1:0] interval,
    output status,
    output start_timer, enable_siren,
    output [2:0] estado
);
reg [1:0] intervalo;
reg start, enable, stats;
reg [2:0] EA;
reg [2:0] PE;
always @(posedge clock ) begin
    if (reset) begin
        EA <= 3'd0;
    end
    else begin
        EA <= PE;
    end
end
always @(posedge clock) begin
    if (reset) begin
        start <= 1'b0;
        PE <= 3'd0;
    end
    case (EA) 
        3'b000:  if (ignition) begin   
                    PE <= 3'b011;   
                end
                else if (door_driver || door_pass) begin
                    start <= 1'b1;
                    PE <= 3'b001;
                end
                else begin
                    if (expired) begin
						PE <= 3'b000;
						start <= 1'b1;
					end
					else begin
						PE <= 3'b000;
						start <= 1'b0;
					end
                end
        3'b001:  if (ignition) begin  
                    PE <= 3'b011;
                end
                else begin
                    if (expired) begin
                        PE <= 3'b010;
                        start <= 1'b1;
                    end
                    else begin
                        start <= 1'b0;
                        PE <= 3'b001;
                    end
                end
        3'b010: if (expired) begin  
                    PE <= 3'b000;
                    start <= 1'b1;
                end
                else begin
                    if (ignition) begin
                        PE <= 3'b011;
                    end  
                    else begin
                        start <= 1'b0;
                        PE <= 3'b010;
                    end              
                end 
        3'b011: if (ignition) begin    
                    PE <= 3'b011;
                end
                else begin
                    PE <= 3'b100;
                end
        3'b100: if (door_driver) begin  
                    PE <= 3'b101;
                end
                else begin
                    PE <= 3'b100;
                end
        3'b101: if (door_driver) begin  
                    PE <= 3'b101;
                end
                else begin
                    start <= 1'b1;
                    PE <= 3'b000;
                end
    endcase
end
always @(posedge clock) begin
    if (reset) begin
        intervalo <= 2'b00;
    end
    else begin
    case (EA)
        3'b000:  if (door_driver) begin
                   intervalo <= 2'b01;
                end 
                else if (door_pass) begin
                    intervalo <= 2'b10;
                end
        3'b001:  if (expired) begin
                    intervalo <= 2'b11;   
                end
        3'b010: if (expired) begin
                    intervalo <= 2'b00;
                end
        default: intervalo <= 2'b00;
    endcase
    end
end
always @(posedge clock ) begin
    if (reset) begin
        stats <= 1'b0;
        enable <= 1'b0;
    end
    case (EA)
        3'b000: if (one_hz_enable) begin
                    stats <= ~stats;
                    enable <= 1'b0;
                end
                else begin
                    enable <= 1'b0;
                end 
        3'b001: begin
                    stats <= 1'b1; 
                    enable <= 1'b0;
                end
        3'b010: if (expired) begin
                    stats <= 1'b0;
                    enable <= 1'b0;
                end
                else begin
                    stats <= 1'b1;
                    enable <= 1'b1;
                end
        default: begin 
                    stats <= 1'b0;
                    enable <= 1'b0;
                end
    endcase
end
assign estado = EA;
assign start_timer = start;
assign interval = intervalo;
assign status = stats;
assign enable_siren = enable;
endmodule
module Parametros_Tempo(
    input [1:0] time_param_sel, 
    input [1:0] interval,
    input [3:0] time_value,
    input reprogram, 
    input clock, 
    input reset,
    output [3:0] value
);
reg [3:0] T_ARM_DELAY;
reg [3:0] T_DRIVER_DELAY;
reg [3:0] T_PASSAGER_DELAY;
reg [3:0] T_ALARM_ON;
reg [3:0] valor;
always @(posedge clock) begin
    if (reset) begin
        T_ARM_DELAY <= 4'b0110;
        T_DRIVER_DELAY <= 4'b1000;
        T_PASSAGER_DELAY <= 4'b1111;
        T_ALARM_ON <= 4'b1010;
    end
    else begin
        if (reprogram) begin
        case (time_param_sel)
            2'b00: T_ARM_DELAY <= time_value;
            2'b01: T_DRIVER_DELAY <= time_value;
            2'b10: T_PASSAGER_DELAY <= time_value;
            2'b11: T_ALARM_ON <= time_value;
        endcase 
        end
    end
end
always @* begin
    case (interval)
        2'b00: valor <= T_ARM_DELAY;
        2'b01: valor <= T_DRIVER_DELAY;
        2'b10: valor <= T_PASSAGER_DELAY;
        2'b11: valor <= T_ALARM_ON;
    endcase
end
assign value = valor;
endmodule
module Timer(
    input clock,
    input reset,
    input [3:0] value,
    input start_timer,
    output expired,
    output one_hz_enable, two_hz_enable,
    output [3:0] counter
);
reg [3:0] count;
reg [28:0] timer_1sec;
reg expirou;
reg one_hz, two_hz;
always @(posedge clock ) begin
    if (reset) begin
        timer_1sec <= 29'd100_000_000;
        expirou = 1'b0;
        count <= 4'd0;
    end
    else begin
        if (start_timer) begin
            expirou = 1'b0;
            count <= value;
            timer_1sec <= 29'd100_000_000;
        end
        else begin
            if (count > 4'd0) begin
                expirou <= 1'b0;
                if (timer_1sec > 29'd0) begin
                    two_hz <= 1'b0;
                    one_hz <= 1'b0;
                    if (timer_1sec == 29'd50_000_000) begin
                        two_hz <= 1'b1;
                        timer_1sec <= timer_1sec - 29'd1;
                    end
                    else begin
                        timer_1sec <= timer_1sec - 29'd1;
                        two_hz <= 1'b0;
                    end
                end
                else begin
                    timer_1sec <= 29'd100_000_000;
                    two_hz <= 1'b1;
                    one_hz <= 1'b1;
                    count <= count - 4'd1;
                end
            end
            else begin
                expirou <= 1'b1;
                one_hz <= 1'b0;
                two_hz <= 1'b0;
            end
        end
    end
end
assign expired = expirou;
assign one_hz_enable = one_hz;
assign two_hz_enable = two_hz;
assign counter = count;
endmodule
module debounce ( 
    inout reset, 
    inout clock, 
    inout noisy, 
    output reg clean 
    );
    reg [19:0] count;
    reg new_input;
    always @(posedge clock)
    begin
        if (reset) begin 
            new_input <= noisy; 
            clean <= noisy; 
            count <= 20'd0;
        end
        else  
        begin 
            if (noisy != new_input) begin
                new_input <= noisy; 
                count <= 0;
            end
            else if (count == 20'd1_000_000)  
                clean <= new_input;
            else 
                count <= count + 20'd1;
        end
    end
endmodule
`timescale 1ns / 1ps
module dspl_drv_NexysA7(
    input reset,
    input clock,
    input [5:0] d1,
    input [5:0] d2,
    input [5:0] d3,
    input [5:0] d4,
    input [5:0] d5,
    input [5:0] d6,
    input [5:0] d7,
    input [5:0] d8,
    output [7:0] dec_cat,
    output [7:0] an
    );    
    reg [2:0] selected;
    always @(posedge clock) begin
        if(reset) begin
            selected <= 3'd0;
        end
        else begin
            if(timer1ms) begin
                selected <= selected + 3'd1;
            end
        end
    end
    reg [7:0] cathode;
    always @* begin
        case(selected)
            3'b000:  cathode = {segments[d1[4:1]], ~d1[0]};
            3'b001:  cathode = {segments[d2[4:1]], ~d2[0]};
            3'b010:  cathode = {segments[d3[4:1]], ~d3[0]};
            3'b011:  cathode = {segments[d4[4:1]], ~d4[0]};
            3'b100:  cathode = {segments[d5[4:1]], ~d5[0]};
            3'b101:  cathode = {segments[d6[4:1]], ~d6[0]};
            3'b110:  cathode = {segments[d7[4:1]], ~d7[0]};
            default: cathode = {segments[d8[4:1]], ~d8[0]};  
        endcase
    end
    reg [7:0] anode;
    always @* begin
        case(selected)
            3'b000:  anode = (d1[5] == 1'b1) ? 8'b0111_1111 : 8'b1111_1111; 
            3'b001:  anode = (d2[5] == 1'b1) ? 8'b1011_1111 : 8'b1111_1111;
            3'b010:  anode = (d3[5] == 1'b1) ? 8'b1101_1111 : 8'b1111_1111;
            3'b011:  anode = (d4[5] == 1'b1) ? 8'b1110_1111 : 8'b1111_1111;
            3'b100:  anode = (d5[5] == 1'b1) ? 8'b1111_0111 : 8'b1111_1111;
            3'b101:  anode = (d6[5] == 1'b1) ? 8'b1111_1011 : 8'b1111_1111;
            3'b110:  anode = (d7[5] == 1'b1) ? 8'b1111_1101 : 8'b1111_1111;
            default: anode = (d8[5] == 1'b1) ? 8'b1111_1110 : 8'b1111_1111;  
        endcase
    end
    wire [6:0] segments [15:0];
    assign segments[0] = 7'b1000000;
    assign segments[1] = 7'b1111001;
    assign segments[2] = 7'b0100100;
    assign segments[3] = 7'b0110000;
    assign segments[4] = 7'b0011001;
    assign segments[5] = 7'b0010010;
    assign segments[6] = 7'b0000010;
    assign segments[7] = 7'b1111000;
    assign segments[8] = 7'b0000000;
    assign segments[9] = 7'b0010000;
    assign segments[10] = 7'b0001000;
    assign segments[11] = 7'b0000011;
    assign segments[12] = 7'b1000110;
    assign segments[13] = 7'b0100001;
    assign segments[14] = 7'b0000110;
    assign segments[15] = 7'b0001110;
    reg timer1ms;
    reg [16:0] counter;
    always @(posedge clock) begin
        if(reset) begin
            timer1ms <=  1'b0;
            counter  <= 17'd0;
        end
        else begin
            if(counter == 17'd100_000) begin
                timer1ms <= 1'b1;
                counter <= 17'd0;
            end
            else begin
                timer1ms <= 1'b0;
                counter <= counter + 17'd1;
            end
        end
    end
    assign an = anode;
    assign dec_cat = cathode;
endmodule
module gerador_sirene(
    input clock, reset,
    input enable_siren, two_hz_enable,
    output [2:0]siren
);
reg [2:0]sirene;
reg [1:0]EA, PE;
always @(posedge clock) begin
    if (reset) begin
        EA <= 2'd0;
    end
    else begin
       EA <= PE;
    end
end
always @(posedge clock ) begin
    if (reset) begin
        sirene <= 3'd0;
    end
    else begin
        case (EA)
            2'b00:  if(enable_siren) begin
                        PE <= 2'b01;
                        sirene <= 3'd1;
                    end
                    else begin
                        PE <= 3'd0;
                    end
            2'b01:  if (enable_siren) begin
                        if (two_hz_enable) begin
                            PE <= 2'b10;
                            sirene <= 3'd4;
                        end
                    end
                    else begin
                        PE <= 2'd0;
                        sirene <= 3'd0;
                    end
            2'b10: if (enable_siren) begin
                        if (two_hz_enable) begin
                            PE <= 2'b01;
                            sirene <= 3'd1;
                        end
                    end
                    else begin
                        PE <= 2'd0;
                        sirene <= 3'd0;
                    end
            default: begin
                        sirene <= 3'd0;
                        PE <= 2'b00;
                    end
        endcase
    end
end
assign siren = sirene;
endmodule
module logica_comb (
    input clock,
    input reset,
    input break,
    input hidden_sw,
    input ignition,
    output fuel_pump
);
reg fuel;
always @(posedge clock ) begin
    if (reset) begin
        fuel <= 1'b0;
    end
    else begin
        if (ignition) begin
            if (break == 1'b1 && hidden_sw == 1'b1) begin
                fuel <= 1'b1;
            end
        end
        else begin
            fuel <= 1'b0;
        end
    end
end
assign fuel_pump = fuel;
endmodule   
module top(
    input clock,
    input reset,
    input break, 
    input hidden_sw, 
    input ignition,
    input door_driver,
    input door_pass,
    input reprogram,
    input [1:0] time_param_sel,
    input [3:0] time_value,
    output fuel_pump,
    output [2:0]siren,
    output status,
    output [7:0] an,
    output [7:0] dec_cat
);
wire [3:0] estado,counter;
wire expired, one_hz_enable;
wire [1:0] interval;
wire start_timer, eneble_siren;
wire [3:0] value;
wire two_hz_enable;
wire clean;
debounce i (
    .reset(reset), 
    .clock(clock), 
    .noisy(ignition), 
    .clean(clean) 
);
debounce b (
    .reset(reset), 
    .clock(clock), 
    .noisy(break), 
    .clean(clean) 
);
debounce hsw (
    .reset(reset), 
    .clock(clock), 
    .noisy(hidden_sw), 
    .clean(clean) 
);
debounce dd (
    .reset(reset), 
    .clock(clock), 
    .noisy(door_driver), 
    .clean(clean) 
);
debounce dp (
    .reset(reset), 
    .clock(clock), 
    .noisy(door_pass), 
    .clean(clean) 
);
debounce r (
    .reset(reset), 
    .clock(clock), 
    .noisy(reprogram), 
    .clean(clean) 
);
FSM_antifurto FSM(
.ignition(ignition), 
.door_driver(door_driver), 
.door_pass(door_pass), 
.reprogram(reprogram), 
.clock(clock), 
.reset(reset), 
.expired(expired), 
.one_hz_enable(one_hz_enable),
.interval(interval),
.status(status),
.start_timer(start_timer), 
.enable_siren(eneble_siren),
.estado(estado)
);
Parametros_Tempo parametros(
    .time_param_sel(time_param_sel), 
    .interval(interval),
    .time_value(time_value),
    .reprogram(reprogram), 
    .clock(clock), 
    .reset(reset),
    .value(value)
);
Timer relogio(.reset (reset),
    .clock (clock),
    .value(value),
    .start_timer(start_timer),
    .expired(expired),
    .one_hz_enable(one_hz_enable),
    .two_hz_enable(two_hz_enable),
    .counter(counter)    
);
logica_comb combustivel(
    .clock(clock),
    .reset(reset),
    .break(break),
    .hidden_sw(hidden_sw),
    .ignition(ignition),
    .fuel_pump(fuel_pump)
);
gerador_sirene sirene(
    .clock(clock), .reset(reset),
    .enable_siren(eneble_siren), .two_hz_enable(two_hz_enable),
    .siren(siren)
);
dspl_drv_NexysA7 display(
    .reset(reset),
    .clock(clock),
    .d1({1'd1,estado,1'b0}),
    .d2(6'd0),
    .d3(6'd0),
    .d4(6'd0),
    .d5(6'd0),
    .d6(6'd0),
    .d7(6'd0),
    .d8({1'b1,counter,1'b0}),
    .dec_cat(dec_cat),
    .an(an)
);
endmodule
$ cat design/flow/run.sh
#!/bin/bash
# OpenROAD 26Q1-2900-gdf79404cd8, Yosys 0.63+post, stock flow scripts
make -C /OpenROAD-flow-scripts/flow DESIGN_CONFIG=/design/flow/config.mk WORK_HOME=/design/flow/orfs finish
==> impl_metrics.env <==
# source this file to load flow results
export IMPL_post_cts_buffers=0
export IMPL_dp_final_hpwl_um=6540
export IMPL_cpLargestDelayFamily="buffers and inverters"
export IMPL_ys_ff=97
export IMPL_p_comb_share_pct=20.1
export IMPL_initial_core_util_pct=31.1
export IMPL_report_power_total_mw=2.30
export IMPL_synth_seq_share_pct=41.6
export IMPL_cp_num_cells=7
export IMPL_critical_path_endpoint="dec_cat[3]"
export IMPL_drtPass1Iterations=5
export IMPL_leakagePower_nw=1.97
export IMPL_dieWidth_um=128
export IMPL_period_used_pct=76.3
export IMPL_setup_worst_path_start_class="flop"
export IMPL_r2r_start="relogio.count[0]$_SDFFE_PP0P_"
export IMPL_tightestPinTransition_ps=843
export IMPL_route_final_wire_length_um=9530
export IMPL_grt_setup_unrepaired="no"
export IMPL_clock_tree_from_tritoncts="yes"
export IMPL_setup_reg_to_reg_worst_slack_ps=1880
export IMPL_crit_path_cell_trace="inv_1, ha_1, a2111oi_1, buf_4, nand2_1, o32ai_1, clkdlybuf4s50_1"
export IMPL_final_util_pct=35.7
export IMPL_grt_residual_overflow=0
export IMPL_clk_path_buf_depth=2
export IMPL_fillers=1513
export IMPL_numPortBuffers=26
export IMPL_status="finished clean"
export IMPL_clock_skew_ps=3.16
export IMPL_power_frac_clock_pct=34.1
export IMPL_grt_pass1_vias=3561
export IMPL_period_needed_ps=3280
export IMPL_viasPerCell=4.78
export IMPL_synth_edff_count=5
export IMPL_postSynth_asyncResetShare_pct=0
export IMPL_cts_sinks=97
export IMPL_area_delta_synth_final_pct=14.6
export IMPL_syn_mean_instance_area_sq_um=8.47
export IMPL_antenna_violations_before_repair=0
export IMPL_fin_setup_tns_ps=0
export IMPL_cts_hold_repair_buffers=0
export IMPL_tritoncts_buffer_count=9
export IMPL_top_level_ports=35
export IMPL_critical_path_peak_fanout=7
export IMPL_route_detailed_drc=0
export IMPL_vdd_drop_max_mv=0.190
export IMPL_grt_use_total_pct=12.5
export IMPL_routedWlPerCell_um=12.0
export IMPL_worst_setup_path_end_kind="output pin"
export IMPL_max_clock_freq_mhz=305
export IMPL_finalHoldViolCount=0
export IMPL_seq_area_sq_um=1990
export IMPL_final_max_slew_violation_count=0
export IMPL_clk_insertion_delay_late_ps=340
export IMPL_timing_critical_path_slowest_cell_delay_ps=510
export IMPL_diodes=0
export IMPL_power_sequential_fraction_pct=45.8
export IMPL_rr_endpoint="relogio.timer_1sec[17]$_SDFFE_PN0N_"
export IMPL_power_net_switching_mw=0.657
export IMPL_hp_class="reg2reg"
export IMPL_floorplan_die_area_sq_um=16500
export IMPL_cp_startpoint="display.selected[0]$_SDFFE_PP0P_"
export IMPL_synth_area_sq_um=4790
export IMPL_floorplan_rows=45
export IMPL_grt_start_max_net_pins=43
export IMPL_cell_total_in_the_yosys_stat_output=565
export IMPL_synthFlopType="dfxtp_1"
export IMPL_slowest_stage_cell_cp="clkdlybuf4s50_1"
export IMPL_warning_count=33
export IMPL_multi_input_comb_area_sq_um=2560
export IMPL_post_route_cells_drive_above_1_share_pct=4.46
export IMPL_critical_path_class="reg2out"
export IMPL_cp_num_buf_inv=3
export IMPL_dr_first_iter_drc_count=275
export IMPL_clkTransAtPathRegs_ps=60
export IMPL_routabilityCongestion=0.854
export IMPL_max_slew_margin_rel_pct=43.7
export IMPL_global_route_wire_length_before_repair_um=16500
export IMPL_die_height_um=128
export IMPL_cp_data_required_time_ps=3440
export IMPL_placeableCoreArea_sq_um=15400
export IMPL_arrival_ps=2420
export IMPL_cap_violations=0
export IMPL_intPower_mw=1.64
export IMPL_switching_share_pct=28.6
export IMPL_antenna_violating_nets_post_route=0
export IMPL_num_vias=3794
export IMPL_synth_cell_types=66
export IMPL_postCtsResizedCells=0
export IMPL_yosys_stat_chipArea_sq_um=4790
export IMPL_clock_tree_root_cell="clkbuf_16"
export IMPL_r2r_worst_path_cells=7
export IMPL_netlist_instances=565
export IMPL_final_setup_viol_count=0
export IMPL_power_density_nw_per_um2=419
export IMPL_yosysWarnings=8
export IMPL_h_tree_depth=3
state kept, by name (all words and copies together), names as in the netlist, 3 cells and up, named ones only:
name,cells
relogio.timer_1sec,29
display.counter,17
FSM.PE,5
parametros.T_ALARM_ON,4
parametros.T_ARM_DELAY,4
parametros.T_DRIVER_DELAY,4
parametros.T_PASSAGER_DELAY,4
relogio.count,4
FSM.EA,3
FSM.intervalo,3
display.selected,3
power groups by stage:
stage	logic [mW]	registers, mW	clock network, mW
CTS	0.463	1.05	0.811
global route	0.522	1.07	0.852
finish	0.462	1.05	0.784
through the flow:
stage	setup WS, ps	area [sq um]	hold slack (ps)	cells
floorplan	1720	4810	414	571
global placement	1470	5190	423	778
detailed placement	1380	5190	432	778
CTS	991	5480	446	794
global route	843	5480	463	794
finish	1020	5480	440	794
metal layers:
metal | wire (um) | vias up | track usage [%]
li1 | - | 1971 | -
met1 | 4730 | 1747 | 18.5
met2 | 4290 | 67 | 19.4
met3 | 392 | 9 | 2.85
met4 | 117 | 0 | 1.45
met5 | 0 | - | 0
kinds of logic after synthesis:
kind of cell,synth area share (%)
buffers and inverters,5.36
adders and majority gates,3.35
muxes,1.91
other,0.157
AOI/OAI and AO/OA,11.2
DFF,41.6
and+or+nand+nor,27.6
xor gates and xnor gates,8.78
worst register-to-register path, cell delays in order (launching register included):
cell      delay, ps
dfxtp_1         410
inv_1           100
ha_1            280
or3b_2          290
nand4_1         320
nor3_4          390
nand2b_2        410
nor2_1           90
layout make-up:
cell class | count | area share [%]
Clock buffer | 13 | 4.56
Multi-Input combinational cell | 416 | 46.7
Tap cell | 211 | 4.82
Inverter | 25 | 1.71
Sequential cell | 97 | 36.3
Timing Repair Buffer | 29 | 5.16
Clock inverter | 3 | 0.730
cells in the final DEF, fill, tap and decap left out, types with 3 or more instances in the layout:
master	n
dfxtp_1	92
nor2_1	86
nand2_1	46
xor2_1	26
clkdlybuf4s50_1	26
inv_1	25
xnor2_1	22
nor3_1	21
nand3_1	21
o21ai_0	19
a21oi_1	18
nor2b_1	15
nand4_1	12
ha_1	12
nor4_1	9
a211o_1	9
clkbuf_16	9
mux2i_1	8
conb_1	8
nand2b_1	7
nand3b_1	7
nand4b_1	7
nor3b_1	6
edfxtp_1	5
a31oi_1	4
and4_1	4
or3_1	4
a22oi_1	3
a211oi_1	3
clkbuf_1	3
buf_4	3
cells in the mapped netlist (all sizes together), types with 5 or more instances:
cell type	instances	area [sq um]
nor3b	6	45.0
edfxtp	5	150
mux2i	8	80.1
dfxtp	92	1840
buf	13	87.6
a21oi	18	90.1
xnor2	22	193
nand2b	8	52.6
nand2	46	173
nand4	12	75.1
inv	25	93.8
ha	12	150
nor2	86	323
o21ai	19	95.1
nor2b	15	93.8
nand3	21	105
nor3	22	121
nand3b	7	52.6
xor2	26	228
clkbuf	20	75.1
nor4	9	56.3
nand4b	7	61.3
a211o	9	78.8
worst min path at each step:
stage	start	to	slack, ps	cells past startpoint
CTS	flop	FSM.EA[0]$_SDFF_PP0_	450	1
finish	flop	FSM.EA[0]$_SDFF_PP0_	440	1
global route	flop	FSM.EA[0]$_SDFF_PP0_	460	1
Power is estimated from default activity; no workload was simulated.
