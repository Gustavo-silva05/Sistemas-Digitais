$ cat /design/flow/config.mk
export PLATFORM = sky130hd
export DESIGN_NAME = dm
export DESIGN_NICKNAME = dm
export VERILOG_FILES = /design/flow/design.v
export SDC_FILE = /design/flow/constraint.sdc
export NUM_CORES = 4
export LEC_CHECK = 1
export CORE_UTILIZATION = 30
$ cat /design/flow/constraint.sdc
current_design dm

set clk_period 2.3
set clk_io_pct 0.2

create_clock -name clk0 -period $clk_period [get_ports {clk}]

set non_clock_inputs [all_inputs -no_clocks]
set_input_delay [expr $clk_period * $clk_io_pct] -clock clk0 $non_clock_inputs
set_output_delay [expr $clk_period * $clk_io_pct] -clock clk0 [all_outputs]
$ cat /design/flow/design.v
`timescale 1ns / 1ps
module dspl_drv_NexysA7(
    input reset,
    input clock,
    input [5:0] d1,
    input [5:0] d2,
    input [5:0] d3,
    input [5:0] d4,
    input [5:0] d5,
    input [5:0] d6,
    input [5:0] d7,
    input [5:0] d8,
    output [7:0] dec_cat,
    output [7:0] an
    );    
    reg [2:0] selected;
    always @(posedge clock) begin
        if(reset) begin
            selected <= 3'd0;
        end
        else begin
            if(timer1ms) begin
                selected <= selected + 3'd1;
            end
        end
    end
    reg [7:0] cathode;
    always @* begin
        case(selected)
            3'b000:  cathode = {segments[d1[4:1]], ~d1[0]};
            3'b001:  cathode = {segments[d2[4:1]], ~d2[0]};
            3'b010:  cathode = {segments[d3[4:1]], ~d3[0]};
            3'b011:  cathode = {segments[d4[4:1]], ~d4[0]};
            3'b100:  cathode = {segments[d5[4:1]], ~d5[0]};
            3'b101:  cathode = {segments[d6[4:1]], ~d6[0]};
            3'b110:  cathode = {segments[d7[4:1]], ~d7[0]};
            default: cathode = {segments[d8[4:1]], ~d8[0]};  
        endcase
    end
    reg [7:0] anode;
    always @* begin
        case(selected)
            3'b000:  anode = (d1[5] == 1'b1) ? 8'b0111_1111 : 8'b1111_1111; 
            3'b001:  anode = (d2[5] == 1'b1) ? 8'b1011_1111 : 8'b1111_1111;
            3'b010:  anode = (d3[5] == 1'b1) ? 8'b1101_1111 : 8'b1111_1111;
            3'b011:  anode = (d4[5] == 1'b1) ? 8'b1110_1111 : 8'b1111_1111;
            3'b100:  anode = (d5[5] == 1'b1) ? 8'b1111_0111 : 8'b1111_1111;
            3'b101:  anode = (d6[5] == 1'b1) ? 8'b1111_1011 : 8'b1111_1111;
            3'b110:  anode = (d7[5] == 1'b1) ? 8'b1111_1101 : 8'b1111_1111;
            default: anode = (d8[5] == 1'b1) ? 8'b1111_1110 : 8'b1111_1111;  
        endcase
    end
    wire [6:0] segments [15:0];
    assign segments[0] = 7'b1000000;
    assign segments[1] = 7'b1111001;
    assign segments[2] = 7'b0100100;
    assign segments[3] = 7'b0110000;
    assign segments[4] = 7'b0011001;
    assign segments[5] = 7'b0010010;
    assign segments[6] = 7'b0000010;
    assign segments[7] = 7'b1111000;
    assign segments[8] = 7'b0000000;
    assign segments[9] = 7'b0010000;
    assign segments[10] = 7'b0001000;
    assign segments[11] = 7'b0000011;
    assign segments[12] = 7'b1000110;
    assign segments[13] = 7'b0100001;
    assign segments[14] = 7'b0000110;
    assign segments[15] = 7'b0001110;
    reg timer1ms;
    reg [16:0] counter;
    always @(posedge clock) begin
        if(reset) begin
            timer1ms <=  1'b0;
            counter  <= 17'd0;
        end
        else begin
            if(counter == 17'd100_000) begin
                timer1ms <= 1'b1;
                counter <= 17'd0;
            end
            else begin
                timer1ms <= 1'b0;
                counter <= counter + 17'd1;
            end
        end
    end
    assign an = anode;
    assign dec_cat = cathode;
endmodule
module dm 
(
  input rst, clk,
  input [2:0] prog,
  input [1:0] modules,
  input [15:0] data_2,
  output [7:0] an, dec_ddp
);
dspl_drv_NexysA7 display (
  .clock(clk), 
  .reset(rst),
  .d1({1'd1, data_2[3:0], 1'd0}), 
  .d2({1'd1, data_2[7:4], 1'd0}), 
  .d3({1'd1, data_2[11:8], 1'd0}), 
  .d4({1'd1, data_2[15:12], 1'd0}), 
  .d5({1'd1, 2'd0, modules, 1'd0}), 
  .d6(6'd0), 
  .d7(6'd0), 
  .d8({2'b10, prog, 1'b0}),
  .an(an), 
  .dec_cat(dec_ddp)
);
endmodule
$ cat /design/flow/run.sh
#!/bin/bash
# OpenROAD 26Q1-2900-gdf79404cd8, Yosys 0.63+post, stock flow scripts
make -C /OpenROAD-flow-scripts/flow DESIGN_CONFIG=/design/flow/config.mk WORK_HOME=/design/flow/orfs finish
==> reports/results.txt <==
Outcome: finished, violations left
Failing checks: negative setup slack
FP Rows: 30
Routed vias/inst: 5.12
#FFs+latches synth: 21
Yosys Chip Area: 0.00210 mm^2
Total Power: 0.881 mW
Min Tclk post-route: 2.39 ns
Min-delay worst type: reg -> reg
Synth cell count leaders: 36 x nor2_1, 31 x nand2_1, 21 x dfxtp_1, 20 x o21ai_0, 15 x buf_2
Xor/xnor share: 0.0960
Critical Path Fanout Max: 4
Skew final: 0.00120 ns
WS Path Type: reg -> out
Yosys warning tally: 1
Final Hold Viols: 0
Unrepaired setup endpoints after global routing: yes
Simple Share, Synth: 0.326
CTS tree: done
Initial antenna violation count: 0
Post-synth EDFFs: 0
Fmax: 418 MHz
Clock sink count: 21
Tool Warnings: 32
PD cells: 279 mW/mm^2
IO buf count: 35
Share of layout cells above drive strength 1: 0.316
Total CTS buffers: 3
Final Worst Setup Slack: -0.0943 ns
Core Region: 0.00676 mm^2
FFs w/ async S/R, synth: 0
Distinct cells, synth: 49
Max-area cell share: 0.200
R2r setup slk: 0.74 ns
Adder-Cell Fraction of Synth Area: 0.0477
FP Core Util: 0.311
DR WL/cell: 12.2 um
Die Y: 85.6 um
Main flop type: dfxtp_1
Setup crit end kind: output port
LEAKAGE: 1.26 nW
Clock latency (worst-skew pair): 0.25 ns
Fin. max-slew vios: 0
Period utilization: 1.04
Die Footprint: 0.00733 mm^2
# IOs: 39
Overflow after GRT: 0
Peak VDD IR: 0.366 mV
Synth area leader: dfxtp_1
Placed insts: 438
DR pass1 iterations: 4
Max-Cap Viols: 0
First-pass GRT wire length: 9120 um
CP required: 1.84 ns
Seq/Total Area, Yosys: 0.200
# Cells Yosys: 299
Dominant cells by area after synthesis: dfxtp_1 20%, nor2_1 6.4%, xor2_1 5.8%, nand2_1 5.5%, ha_1 4.8%
DRT Wirelength: 5610 um
Clk pin slew, worst setup/hold paths: 0.07 ns
DP HPWL: 4190 um
Post-Syn Area per Cell: 7.02 um^2
# hold bufs at CTS: 0
DRC viols: 0
Aoi share: 0.224
Root Buffer: clkbuf_8
Antenna cells: 0
Final ANT Viol Nets: 0
Multiplexer share: 0.0143
Comb area leader: simple AND/OR/NAND/NOR gates
Worst Setup Start Kind: flop
CP arrival: 1.93 ns
Die Width: 85.6 um
Final GP Congestion: 0.944
Vias in the first global route: 2,064
CTS H-tree lvls: 1
Area growth syn-to-layout: 50.7%
Cell Count, Final, Fillers Out: 460
Largest net degree at the start of global routing: 13
Mapped Cells: 299
Final setup fails: 7
Total number of vias: 2,353
Top-count cell post-synth: nor2_1
Post-Syn Area: 0.00210 mm^2
All-layer global routing usage: 0.152
Initial drt markers: 91
CTS Buffer Depth: 2
-- power by group --
group	leakage [nW]	switching, mW	total [mW]	internal, mW
Clock	0.0255	0.112	0.232	0.120
Sequential	0.171	0.00503	0.372	0.367
Combinational	1.07	0.136	0.278	0.142
Total	1.26	0.253	0.881	0.629
-- per-stage QoR --
| stage | worst slack (ns) | cell area (um^2) | utilization | hold WS [ns] | setup TNS (ns) |
|---|---|---|---|---|---|
| after global routing | -0.189 | 3160 | 0.468 | 0.510 | -1.04 |
| after floorplan | 0.254 | 2110 | - | 0.441 | 0 |
| after CTS | -0.119 | 3100 | 0.459 | 0.499 | -0.451 |
| after global placement | -0.583 | 2780 | 0.412 | 0.462 | -3.58 |
| final | -0.0943 | 3160 | 0.468 | 0.486 | -0.325 |
| after detailed placement | -0.602 | 2780 | 0.412 | 0.481 | -3.61 |
-- state kept, by name (all words and copies together) (netlist names) --
name	count
display.timer1ms	1
display.counter	17
display.selected	3
-- routing by layer --
layer  GRT usage  wire, um  vias up
met3     0.00781       246       12
met1       0.221      2660     1047
met4      0.0303       123        0
li1            -         -     1226
met5           0         0        -
met2       0.256      2590       68
-- what timing repair did --
action,in CTS,in global routing
gates cloned,1,0
setup buffers,15,4
gates resized,100,23
pin swaps,13,8
setup endpoints to repair,13,13
-- cells by family after synthesis --
kind of cell    count (synthesis)
mux                             3
simple gates                  132
other cells                     1
xor+xnor                       23
compound gates                 73
flops                          21
fa+ha+maj                       8
buf+inv                        38
-- cell type report --
class	count	area, um^2
Clock buffer	3	41.3
Multi-Input combinational cell	242	1700
Inverter	10	37.5
Sequential cell	21	425
Fill cell	636	3590
Tap cell	80	100
Timing Repair Buffer	103	853
Clock inverter	1	5.00
-- layout by cell type (no fill, tap or decap), types with 4 or more instances in the layout --
master / n
o21ai_0: 11
dlygate4sd2_1: 15
xnor2_1: 9
ha_4: 5
nand3_1: 13
a21oi_2: 4
dfxtp_1: 19
inv_1: 7
o211ai_1: 7
nor2_1: 33
nand4b_1: 4
a31oi_1: 6
clkdlybuf4s50_1: 6
o21a_1: 5
nand2b_1: 8
nor3b_1: 4
buf_4: 55
buf_2: 6
o21ai_1: 6
nand4_1: 9
xor2_1: 14
a21oi_1: 9
nand2_1: 30
buf_6: 12
-- worst paths after layout --
path / start / endpoint / depth (start not counted)
min: display.counter[0] / display.counter[0] / 1
max: display.selected[0] / dec_ddp[1] / 8
min reg2reg: display.counter[0] / display.counter[0] / 1
max reg2reg: display.counter[0] / display.counter[16] / 6
-- critical path, stage by stage, from the launching register on --
cell     delay [ns]
dfxtp_4        0.37
ha_4           0.16
ha_4           0.16
nor4_4         0.28
inv_2          0.10
buf_6          0.13
o311a_1        0.29
nand4_1        0.09
buf_2          0.11
Power figures rest on the tool's default switching activity, not on a simulated workload.
