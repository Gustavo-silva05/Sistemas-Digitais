$ cat /design/flow/design.v
module wrapper 
(
  input rst, clk_1, clk_2, data_1_en,
  input [15:0] data_1,
  output buffer_empty, buffer_full, data_2_valid,
  output [15:0] data_2
);
reg data_v;
reg [15:0]d2;
reg [15:0] buffer [0:7];
reg [2:0] buffer_rd, buffer_wr;
always @(posedge clk_1 ) begin
  if (rst) begin
    buffer_wr <= 3'd0;
  end
  else begin
    if (data_1_en) begin
      if (!buffer_full ) begin
        buffer[buffer_wr] <= data_1;
        buffer_wr <= buffer_wr + 3'd1;
      end
    end
    else if (buffer_empty )begin
        buffer_wr <= 3'd0;
    end
  end
end
always @(posedge clk_2) begin
  if (rst) begin
    buffer_rd <= 3'd0;
    d2 <= 16'd0;
  end
  else begin
      if (!buffer_empty)begin
        d2 <= buffer[buffer_rd];
        buffer_rd <= buffer_rd + 3'd1;
      end
      else if (buffer_full)begin
        buffer_rd <= 3'd0;
      end
  end
end
always @* begin
  if (rst) begin
    data_v <= 1'b0;
  end
  else begin
    if (buffer_empty) begin
      data_v <= 1'b0;
    end
    else begin
      data_v <= 1'b1;
    end
  end
end
assign buffer_empty = (buffer_wr == buffer_rd)? 1'd1 : 1'd0;
assign buffer_full = (buffer_wr == 3'b111) ? 1'b1 : 1'b0;
assign data_2 = d2;
assign data_2_valid = data_v;
endmodule
$ cat /design/flow/run.sh
#!/bin/bash
# OpenROAD 26Q1-2900-gdf79404cd8, Yosys 0.63+post, stock flow scripts
make -C /OpenROAD-flow-scripts/flow DESIGN_CONFIG=/design/flow/config.mk WORK_HOME=/design/flow/orfs finish
$ cat /design/flow/config.mk
export PLATFORM = sky130hd
export DESIGN_NAME = wrapper
export DESIGN_NICKNAME = wrapper
export VERILOG_FILES = /design/flow/design.v
export SDC_FILE = /design/flow/constraint.sdc
export NUM_CORES = 4
export LEC_CHECK = 1
export CORE_UTILIZATION = 50
$ cat /design/flow/constraint.sdc
current_design wrapper

set clk_period 3.8
set clk_io_pct 0.2

create_clock -name clk0 -period $clk_period [get_ports {clk_1}]
create_clock -name clk1 -period $clk_period [get_ports {clk_2}]

set non_clock_inputs [all_inputs -no_clocks]
set_input_delay [expr $clk_period * $clk_io_pct] -clock clk0 $non_clock_inputs
set_output_delay [expr $clk_period * $clk_io_pct] -clock clk0 [all_outputs]
==> load_flow_metrics.sql <==
-- load yosys + openroad results
INSERT INTO impl_metrics (metric_group, metric, value, unit) VALUES
('power_and_ir_drop', 'share_comb_of_total_power', '0.190', ''),
('synth', 'yosys_register_bits', '150', ''),
('sta', 'final_critical_path_setup_slack', '0.830', 'ns'),
('setup_path', 'end_kind', 'output pin', ''),
('clocking', 'post_cts_hold_buffer_count', '0', ''),
('power_and_ir_drop', 'power_switching_share', '0.231', ''),
('power_and_ir_drop', 'power_per_cell_area', '681', 'mW/mm^2'),
('routing', 'drtAntennaViolNets', '0', ''),
('routing', 'routed_wl', '10.6', 'mm'),
('final_layout', 'drive_gt1_frac', '0.271', ''),
('run', 'warning_count', '26', ''),
('floorplanning', 'design.portCount', '39', ''),
('grt', 'global_route.usage.total', '0.217', ''),
('power_and_ir_drop', 'pwr-share-seq', '0.418', ''),
('synth', 'asyncSetResetFlopFracSynth', '0', ''),
('synth', 'post-synth-top-area-cell', 'sky130_fd_sc_hd__edfxtp_1', ''),
('run', 'timing.max_cap.violations', '0', ''),
('synth', 'postSynthSeqShare', '0.737', ''),
('setup_path', 'cp_data_required_time', '3.04', 'ns'),
('place', 'place_ws', '0.840', 'ns'),
('sta', 'timing_worst_slew_pin_value', '0.695', 'ns'),
('power_and_ir_drop', 'clock_power_share', '0.392', ''),
('place', 'gp_congestion', '0.836', ''),
('place', 'buffer_ports.inserted', '37', ''),
('grt', 'antenna_found_initial', '0', ''),
('synth', 'synth-cells-yosys', '276', ''),
('routing', 'drt_drc_violations_left', '0', ''),
('floorplanning', 'design.core.area', '0.0114', 'sq mm'),
('floorplanning', 'fp_util', '0.511', ''),
('clocking', 'cts_sinks', '150', ''),
('grt', 'grt_first_pass_wirelength', '16.4', 'mm'),
('grt', 'grt_max_degree', '31', ''),
('clocking', 'cts.repair.resized', '0', ''),
('setup_path', 'critPathMaxFanout', '10', ''),
('final_layout', 'fin_area', '0.00706', 'sq mm'),
('routing', 'vias_after_detailed_routing', '2834', ''),
('floorplanning', 'dieHeight', '110', 'um'),
('final_layout', 'area_growth_syn_to_layout', '21.4', '%'),
('setup_path', 'cp.arrival', '2.21', 'ns'),
('setup_path', 'cpMostUsedCell', 'sky130_fd_sc_hd__clkdlybuf4s50_1', ''),
('floorplanning', 'floorplan.die.width', '110', 'um'),
('power_and_ir_drop', 'worst_ir_drop_vdd', '0.484', 'mV'),
('synth', 'yosysChipArea', '0.00581', 'sq mm'),
('power_and_ir_drop', 'internal_power', '3.70', 'mW'),
('synth', 'synth.yosys.warnings', '1', ''),
('synth', 'ys_dominant_reg_cell', 'sky130_fd_sc_hd__edfxtp_1', ''),
('sta', 'timing.final.hold_violations', '0', ''),
('setup_path', 'critPathTopFamily', 'buffers and inverters', ''),
('setup_path', 'critPathBufInv', '2', ''),
('clocking', 'cts_tree', 'built', ''),
('routing', 'antennaDiodeCount', '0', ''),
('routing', 'drt_iter0_markers', '155', ''),
('routing', 'drt-wirelength-per-cell', '21.5', 'um'),
('synth', 'synthDominantCellAreaShare', '0.661', ''),
('setup_path', 'crit_path_max_incr_delay', '0.62', 'ns'),
('synth', 'avgSynthCellArea', '21.1', 'sq um'),
('floorplanning', 'number_of_core_rows', '39', ''),
('sta', 'final_max_slew_viols', '0', ''),
('synth', 'flip_flops_with_a_built_in_enable', '128', ''),
('routing', 'routed_via_density', '5.74', ''),
('sta', 'setup-violations-final', '0', ''),
('place', 'post_dp_cell_area', '0.00638', 'sq mm'),
('synth', 'syn-cell-area', '0.00581', 'sq mm'),
('sta', 'holdWs', '0.477', 'ns'),
('grt', 'first_global_vias', '2971', ''),
('power_and_ir_drop', 'p_leak', '2.35', 'nW'),
('setup_path', 'criticalPathCategory', 'input pin to output pin', ''),
('sta', 'slew_headroom', '0.536', ''),
('run_status', 'status', 'complete, no violations', ''),
('setup_path', 'crit_path_cell_trace', 'clkdlybuf4s50_1, a31oi_2, clkdlybuf4s50_1', ''),
('power_and_ir_drop', 'power.total', '4.81', 'mW');
-- logic make-up (layout without fill, tap and decap cells) --
kind of cell | after synthesis | after routing | share of synthesized area
AND-OR/OR-AND | 24 | 24 | 0.0340
XOR/XNOR | 6 | 6 | 0.00905
adder cells (fa/ha/maj) | 3 | 3 | 0.00646
buffers and inverters | 15 | 90 | 0.0209
flip-flops | 150 | 150 | 0.737
multiplexers | 50 | 50 | 0.163
AND/OR/NAND/NOR | 28 | 28 | 0.0293
-- synthesized netlist by cell type, types with 2 or more instances --
cell                       instances
sky130_fd_sc_hd__a21oi_1           3
sky130_fd_sc_hd__a22o_1           16
sky130_fd_sc_hd__buf_2             3
sky130_fd_sc_hd__buf_4             5
sky130_fd_sc_hd__buf_6             2
sky130_fd_sc_hd__clkbuf_1          3
sky130_fd_sc_hd__dfxtp_1          22
sky130_fd_sc_hd__edfxtp_1        128
sky130_fd_sc_hd__ha_1              3
sky130_fd_sc_hd__mux2_2           16
sky130_fd_sc_hd__mux2i_1           2
sky130_fd_sc_hd__mux4_1            7
sky130_fd_sc_hd__mux4_2           25
sky130_fd_sc_hd__nand2b_1          3
sky130_fd_sc_hd__nand4_1           3
sky130_fd_sc_hd__nor2_1            6
sky130_fd_sc_hd__nor2b_1           5
sky130_fd_sc_hd__nor3_1            5
sky130_fd_sc_hd__xnor2_1           3
sky130_fd_sc_hd__xor2_1            3
-- final cells by class --
class / instances / area [sq um]
fill: 788 / 4310
timing repair buffer: 54 / 498
sequential: 150 / 4290
tap: 143 / 179
clock buffer: 24 / 515
clock inverter: 12 / 163
multi-input combinational: 111 / 1420
-- sequential cells by signal (all words and copies together) (netlist names) --
name	flops
d2	16
buffer	128
buffer_rd	3
buffer_wr	3
-- layout by cell type, fill, tap and decap left out, types with 2 or more instances in the layout --
cell type,netlist,final
sky130_fd_sc_hd__nand2b_1,3,3
sky130_fd_sc_hd__nor3_2,0,2
sky130_fd_sc_hd__nand4_1,3,3
sky130_fd_sc_hd__clkinv_1,0,2
sky130_fd_sc_hd__ha_1,3,3
sky130_fd_sc_hd__clkinvlp_4,0,2
sky130_fd_sc_hd__bufinv_16,0,4
sky130_fd_sc_hd__a21oi_1,3,3
sky130_fd_sc_hd__clkbuf_16,0,20
sky130_fd_sc_hd__clkinv_2,0,4
sky130_fd_sc_hd__clkbuf_1,3,4
sky130_fd_sc_hd__xor2_1,3,3
sky130_fd_sc_hd__nor2_1,6,6
sky130_fd_sc_hd__nor2b_1,5,5
sky130_fd_sc_hd__xnor2_1,3,3
sky130_fd_sc_hd__mux2i_1,2,2
sky130_fd_sc_hd__mux2_2,16,16
sky130_fd_sc_hd__nor3_1,5,3
sky130_fd_sc_hd__clkdlybuf4s50_1,0,37
sky130_fd_sc_hd__a22o_1,16,16
sky130_fd_sc_hd__dfxtp_1,22,21
sky130_fd_sc_hd__buf_4,5,17
sky130_fd_sc_hd__mux4_2,25,25
sky130_fd_sc_hd__edfxtp_1,128,128
sky130_fd_sc_hd__mux4_1,7,7
-- through the flow --
stage               utilization  std cells
global route              0.621        494
detailed placement        0.561        458
finish                    0.621        494
global placement          0.561        458
CTS                       0.621        494
floorplan                     -        276
-- per-layer routing --
layer	GRT usage	up-vias	routed length [um]	part of all wire
li1	-	1275	-	-
met1	0.329	1405	4130	0.39
met2	0.313	137	5090	0.48
met3	0.126	17	1210	0.11
met4	0.0352	0	201	0.019
met5	0	-	0	0
-- power by group through the flow --
stage	registers [mW]	clock network, mW	logic [mW]
CTS	2.01	1.92	0.934
global route	2.03	1.99	1.00
finish	2.01	1.89	0.911
-- worst paths after layout --
kind | start | to | slack (ns) | cells past startpoint
min in group clk0 | buffer_wr[0]$_SDFFE_PP0P_ | buffer_wr[0]$_SDFFE_PP0P_ | 0.59 | 2
worst min-delay path | d2[15]$_SDFFE_PP0P_ | d2[15]$_SDFFE_PP0P_ | 0.48 | 1
worst min register to register | d2[15]$_SDFFE_PP0P_ | d2[15]$_SDFFE_PP0P_ | 0.48 | 1
worst max-delay path | rst | data_2_valid | 0.83 | 3
worst max register to register | buffer_wr[1]$_SDFFE_PP0P_ | buffer[7][4]$_DFFE_PP_ | 1.36 | 6
max in group clk1 | rst | d2[3]$_SDFFE_PP0P_ | 1.43 | 4
Power and IR drop assume default switching activity.
